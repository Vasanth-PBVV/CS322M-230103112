### flow/design.v
module master_fsm(
    input wire clk,      
    input wire rst,      
    input wire ack,      
    output reg req,      
    output reg [7:0] data,    
    output reg done      
);
    localparam IDLE      = 3'd0,
               SEND_REQ  = 3'd1,
               WAIT_ACK1 = 3'd2,
               WAIT_ACK2 = 3'd3,
               DROP_REQ  = 3'd4,
               DONE_PULSE= 3'd5;
    reg [2:0] state, next_state;       
    reg [1:0] byte_idx, next_byte_idx;  
    reg [7:0] burst [0:3];
    initial begin
        burst[0] = 8'hA0;
        burst[1] = 8'hA1;
        burst[2] = 8'hA2;
        burst[3] = 8'hA3;
    end
    always @(*) begin
        next_state    = state;
        next_byte_idx = byte_idx;
        req           = 0;
        data          = burst[byte_idx];
        done          = 0;
        case (state)
            IDLE: begin
                next_byte_idx = 0;
                next_state = SEND_REQ;
            end
            SEND_REQ: begin
                req = 1;        
                if (ack)        
                    next_state = WAIT_ACK1;
            end
            WAIT_ACK1: begin
                req = 1;        
                next_state = WAIT_ACK2;
            end
            WAIT_ACK2: begin
                req = 1;        
                next_state = DROP_REQ;
            end
            DROP_REQ: begin
                req = 0;        
                if (!ack) begin   
                    if (byte_idx == 2'd3)    
                        next_state = DONE_PULSE;
                    else begin               
                        next_byte_idx = byte_idx + 1;
                        next_state = SEND_REQ;
                    end
                end
            end
            DONE_PULSE: begin
                done = 1;     
                next_state = IDLE;
            end
        endcase
    end
    always @(posedge clk) begin
        if (rst) begin
            state     <= IDLE;
            byte_idx  <= 0;
        end else begin
            state     <= next_state;
            byte_idx  <= next_byte_idx;
        end
    end
endmodule
module slave_fsm(
    input wire clk,             
    input wire rst,             
    input wire req,             
    input wire [7:0] data_in,   
    output reg ack,             
    output reg [7:0] last_byte  
);
    localparam IDLE    = 2'd0,
               LATCH   = 2'd1,
               HOLDACK = 2'd2,
               DROPACK = 2'd3;
    reg [1:0] state, next_state;       
    reg ack_count, next_ack_count;       
    always @(*) begin
        next_state = state;
        next_ack_count = ack_count;
        ack = 0;
        case (state)
            IDLE: begin
                if (req)        
                    next_state = LATCH;
            end
            LATCH: begin
                ack = 1;        
                next_ack_count = 0;
                next_state = HOLDACK;
            end
            HOLDACK: begin
                ack = 1;        
                if (ack_count)  
                    next_state = DROPACK;
                else
                    next_ack_count = ack_count + 1;
            end
            DROPACK: begin
                ack = 0;        
                if (!req)      
                    next_state = IDLE;
            end
            default: begin
                next_state = IDLE;
            end
        endcase
    end
    always @(posedge clk) begin
        if (rst) begin
            state <= IDLE;
            ack_count <= 0;
            last_byte <= 8'd0;
        end else begin
            state <= next_state;
            ack_count <= next_ack_count;
            if (next_state == LATCH)
                last_byte <= data_in;    
        end
    end
endmodule
module link_top(
    input wire clk,       
    input wire rst,       
    output wire done      
);
    wire req;             
    wire ack;             
    wire [7:0] data;      
    wire [7:0] last_byte;  
    master_fsm master_inst (
        .clk(clk),
        .rst(rst),
        .ack(ack),
        .req(req),
        .data(data),
        .done(done)
    );
    slave_fsm slave_inst (
        .clk(clk),
        .rst(rst),
        .req(req),
        .data_in(data),
        .ack(ack),
        .last_byte(last_byte)
    );
endmodule
### flow/run.sh
#!/bin/bash
# OpenROAD 26Q1-2900-gdf79404cd8, Yosys 0.63+post, stock flow scripts
make -C /OpenROAD-flow-scripts/flow DESIGN_CONFIG=/design/flow/config.mk WORK_HOME=/design/flow/orfs finish
### flow/config.mk
export PLATFORM = sky130hd
export DESIGN_NAME = link_top
export DESIGN_NICKNAME = link_top
export VERILOG_FILES = /design/flow/design.v
export SDC_FILE = /design/flow/constraint.sdc
export NUM_CORES = 4
export LEC_CHECK = 1
export CORE_AREA = 10 10 70 70
export DIE_AREA = 0 0 80 80
### flow/constraint.sdc
current_design link_top

set clk_period 1.5
set clk_io_pct 0.2

create_clock -name clk0 -period $clk_period [get_ports {clk}]

set non_clock_inputs [all_inputs -no_clocks]
set_input_delay [expr $clk_period * $clk_io_pct] -clock clk0 $non_clock_inputs
set_output_delay [expr $clk_period * $clk_io_pct] -clock clk0 [all_outputs]
==> out/results.ini <==
[yosys]
yosys.area.top_type = dfxtp_1
ys_area_sq_um = 465
ys_types = 19
netlist_instances = 47
synth_seq_share = 0.559
yosys_cells = 47
topCellsByArea = dfxtp_1 56%, a21oi_1 5.4%, o2111ai_1 3.8%, o41ai_2 3.5%, inv_1 3.2%
syn-cell-area_sq_um = 465
avgSynthCellArea_sq_um = 9.90
numSynthFlops = 13
yosys_warnings = 2
yosysTopAreaCellShare = 0.559

[cts]
post_cts_buffers = 0
cts_sinks = 13
cts_resized = 0
cts_tree = yes
clk_latency_ns = 0.27
cts-buffers-inserted = 3
clock-root-buffer = clkbuf_4
cts_hold_buf = 0
clockBufferDepth = 2
htreeDepth = 1
clkTransAtPathRegs_ns = 0.07

[setup_path]
required_ns = 1.20
crit_chain = clkdlybuf4s50_1
timing.critical_path.buf_inv = 1
max_stage_delay_ns = 0.46
r2r-start = master_inst.byte_idx[0]
critPathLaunch = master_inst.state[4]
critPathMaxFanout = 2
arrival_ns = 1.05
start_kind = register
crit_slowest_cell = clkdlybuf4s50_1
critPathCaptureType = primary output
criticalPathCategory = register to primary output
crit_family = buffers and inverters

[grt]
grt_pass1_wl_um = 1330
grt_pass1_vias = 322
grt_usage = 0.0247
grt_max_degree = 8
gr-total-overflow = 0
antenna_found_initial = 0

[timing]
fmax_mhz = 741
worst_pin_slew_ns = 0.283
setup_viol = 0
layout_min_cycle_time_ns = 1.35
whs_ns = 0.438
setup_slack_ns = 0.150
finalCritPeriodShare = 0.900
hold_violations = 0
report.final.slew_viol_count = 0
setup-tns-final_ns = 0
slew_headroom = 0.810
rsz0062_at_grt = false
worst_clock_skew_ns = 0.00546

[power]
cellLeakagePower_nw = 0.210
peakVddDrop_mv = 0.339
powerDensity_nw_per_um2 = 1060

[die]
chipHeight_um = 80
fp-utilization = 0.136
die_area_sq_um = 6400
std_cell_rows = 21
ioPinCount = 3
die_w_um = 80
core_sq_um = 3420

[cells_and_area]
areaGrowthSynthToFinish_pct = 22.8
drive_gt1_frac = 0.113
lay_top_cells = 13 x dfxtp_1, 5 x a21oi_1, 4 x inv_1
lay_top_count = dfxtp_1
fill_cells = 402

[detailed_routing]
antenna_left = 0
drt_wl_total_um = 688
dr.pass1.iters = 3
drc = 0
drtIter0Drc = 1
via_count = 328
antennaDiodeCount = 0
post_drt_wl_per_cell_um = 6.95
viasPerCell = 3.31

[run]
cap_violations = 0
log.warning_count = 25

[place]
dp_slack_ns = 0.100
gp_congestion = 0.749
io_buffers = 2
dpl.hpwl_um = 523

[hold_path]
hold_start = master_inst.state[4]
min_path_type = register to register

[status]
status = finished, final reports clean

## metrics by stage
stage           util  std cells  cell area (sq um)  total power, mW
4_1_cts        0.167         99                572            0.615
2_1_floorplan      -         47                465            0.396
3_5_place_dp   0.160         95                546            0.406
3_3_place_gp   0.160         95                546            0.406
6_report       0.167         99                572            0.604
5_1_grt        0.167         99                572            0.644
## metal layers
| metal | wire length (um) | vias up | global-route usage |
|---|---|---|---|
| li1 | - | 180 | - |
| met1 | 384 | 143 | 0.0358 |
| met2 | 257 | 3 | 0.0305 |
| met3 | 37 | 2 | 0.0114 |
| met4 | 8 | 0 | 0.00880 |
| met5 | 0 | - | 0 |
## sequential cells by signal, summed over array words and instances, names as in the netlist
name                  cells
master_inst.state         6
slave_inst.ack_count      1
master_inst.byte_idx      2
slave_inst.state          4
## logic make-up (layout without fill, tap and decap cells)
group | count (synthesis) | in the layout | share of synthesized area
AND/OR/NAND/NOR | 15 | 15 | 0.172
AND-OR/OR-AND | 13 | 13 | 0.199
flip-flops | 13 | 13 | 0.559
buffers and inverters | 5 | 11 | 0.0430
adder cells (fa/ha/maj) | 1 | 1 | 0.0269
## report_power, final
part           internal, mW  total, mW  leakage, nW  switching [mW]
logic                0.0148     0.0311       0.0886          0.0162
registers             0.357      0.367        0.106         0.00910
clock network         0.103      0.207       0.0150           0.104
## Yosys cell counts
library cell	instances
dfxtp_1	13
a21oi_1	5
inv_1	4
nand2_1	3
nor2_1	3
nand2b_1	2
nor2b_1	2
nor3b_1	2
o2111ai_1	2
o21ai_0	2
and3_1	1
buf_2	1
ha_1	1
nor3_1	1
o21ai_2	1
o22ai_1	1
o41ai_1	1
o41ai_2	1
or2_1	1
## layout make-up
class | instances | area [sq um] | area share
multi-input cells | 29 | 185 | 0.324
flip-flops and latches | 13 | 260 | 0.455
clock buffers | 4 | 26.3 | 0.0460
well taps | 46 | 57.6 | 0.101
inverters | 4 | 15.0 | 0.0263
repair buffers | 3 | 27.5 | 0.0481
## path summary, 6_finish.rpt
check | end | slack (ns) | depth (start not counted)
setup / recovery | done | 0.15 | 1
hold / removal | master_inst.state[0] | 0.44 | 1
setup reg to reg | master_inst.byte_idx[0] | 0.42 | 3
hold reg to reg | master_inst.state[0] | 0.44 | 1
Power figures rest on the tool's default switching activity, not on a simulated workload.
