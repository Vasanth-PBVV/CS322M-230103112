<file path="./constraint.sdc">
current_design traffic_light

set clk_period 1.5
set clk_io_pct 0.2

create_clock -name clk0 -period $clk_period [get_ports {clk}]

set non_clock_inputs [all_inputs -no_clocks]
set_input_delay [expr $clk_period * $clk_io_pct] -clock clk0 $non_clock_inputs
set_output_delay [expr $clk_period * $clk_io_pct] -clock clk0 [all_outputs]
</file>
<file path="./config.mk">
export PLATFORM = sky130hd
export DESIGN_NAME = traffic_light
export DESIGN_NICKNAME = traffic_light
export VERILOG_FILES = /design/flow/design.v
export SDC_FILE = /design/flow/constraint.sdc
export NUM_CORES = 4
export LEC_CHECK = 1
export CORE_AREA = 10 10 70 70
export DIE_AREA = 0 0 80 80
</file>
<file path="./run.sh">
#!/bin/bash
# OpenROAD 26Q1-2900-gdf79404cd8, Yosys 0.63+post, stock flow scripts
make -C /OpenROAD-flow-scripts/flow DESIGN_CONFIG=/design/flow/config.mk WORK_HOME=/design/flow/orfs finish
</file>
<file path="./design.v">
module traffic_light(
    input wire clk,
    input wire rst,
    input wire tick,
    output reg ns_g, ns_y, ns_r,
    output reg ew_g, ew_y, ew_r
);
    localparam S_NS_G = 2'b00,    
               S_NS_Y = 2'b01,    
               S_EW_G = 2'b10,    
               S_EW_Y = 2'b11;    
    reg [1:0] state, next_state;
    reg [2:0] tick_count, next_tick_count;  
    always @(*) begin
        next_state = state;
        next_tick_count = tick_count;
        case (state)
            S_NS_G: begin
                if (tick) begin
                    if (tick_count == 3'd4) begin
                        next_state = S_NS_Y;
                        next_tick_count = 0;
                    end else begin
                        next_tick_count = tick_count + 1;
                    end
                end
            end
            S_NS_Y: begin
                if (tick) begin
                    if (tick_count == 3'd1) begin
                        next_state = S_EW_G;
                        next_tick_count = 0;
                    end else begin
                        next_tick_count = tick_count + 1;
                    end
                end
            end
            S_EW_G: begin
                if (tick) begin
                    if (tick_count == 3'd4) begin
                        next_state = S_EW_Y;
                        next_tick_count = 0;
                    end else begin
                        next_tick_count = tick_count + 1;
                    end
                end
            end
            S_EW_Y: begin
                if (tick) begin
                    if (tick_count == 3'd1) begin
                        next_state = S_NS_G;
                        next_tick_count = 0;
                    end else begin
                        next_tick_count = tick_count + 1;
                    end
                end
            end
            default: begin
                next_state = S_NS_G;
                next_tick_count = 0;
            end
        endcase
    end
    always @(posedge clk) begin
        if (rst) begin
            state <= S_NS_G;
            tick_count <= 0;
        end else begin
            state <= next_state;
            tick_count <= next_tick_count;
        end
    end
    always @(*) begin
        ns_g = 0; ns_y = 0; ns_r = 0;
        ew_g = 0; ew_y = 0; ew_r = 0;
        case (state)
            S_NS_G: begin
                ns_g = 1; ns_y = 0; ns_r = 0;
                ew_g = 0; ew_y = 0; ew_r = 1;
            end
            S_NS_Y: begin
                ns_g = 0; ns_y = 1; ns_r = 0;
                ew_g = 0; ew_y = 0; ew_r = 1;
            end
            S_EW_G: begin
                ns_g = 0; ns_y = 0; ns_r = 1;
                ew_g = 1; ew_y = 0; ew_r = 0;
            end
            S_EW_Y: begin
                ns_g = 0; ns_y = 0; ns_r = 1;
                ew_g = 0; ew_y = 1; ew_r = 0;
            end
            default: begin
                ns_g = 1; ns_y = 0; ns_r = 0;
                ew_g = 0; ew_y = 0; ew_r = 1;
            end
        endcase
    end
endmodule
</file>
==> reports/results.tsv <==
metric	value	unit
via_count	407	
crit_fanout	7	
hpwlAfterDp	795	um
grt-ovfl-total	0	
final_cells	111	
die_h	80	um
ios	9	
drt_wl_total	974	um
clockBufferDepth	2	
io_buffers	8	
numPlacedInstances	107	
first_iter_violations	46	
yosysSeqAreaShare	33.0	%
outcome	finished, final reports clean	
drive_gt1_share	36.9	%
yosysWarnings	1	
cp-start-kind	flip-flop	
rows	21	
syn_inst	46	
end_kind	flip-flop	
fin_skew	0.00785	ns
setup_violations	0	
fmax	0.676	GHz
top_cell_area_share	33.0	%
most-common-layout-cells	buf_4 (7), inv_1 (6), dlygate4sd2_1 (5)	
drc	0	
grt_first_pass_wirelength	1.77	mm
ys_cells	46	
setup_tns	0	ns
grt.total_usage	3.33	%
gp_congestion	0.901	
tritoncts	built	
worst_slack	0.0197	ns
grt_setup_unrepaired	true	
via_per_inst	3.67	
chipArea	6400	sq um
worst_slew_pin_slew	0.323	ns
cellPowerDensity	661	nW/um^2
dpl_worst_slack	-0.0334	ns
period_needed	1.48	ns
synth_flops	7	
cts_root_buf	clkbuf_4	
syn_avg_cell_area	9.22	sq um
period_used_share	98.7	%
routedWlPerCell	8.77	um
cts_hold_buf	0	
cts.sinks	7	
final_antenna_net_count	0	
initial_core_util	12.4	%
worst_skew_pair.late_latency	0.25	ns
fp.dieW	80	um
ir_drop	0.180	mV
dr.pass1.iters	4	
grt_antenna_before_repair	0	
slew_headroom	78.2	%
cts_inserted_buffers	3	
core	3420	sq um
n_antenna_cell	0	
cts_htree_levels	1	
area_growth	57.5	%
place_area	622	sq um
worst_ep_arrival_time	1.64	ns
warnings	28	
grt_max_degree	8	
topCellsByArea	dfxtp_1 (33%), ha_1 (8.8%), a22oi_1 (7.1%), inv_1 (5.3%), nand4b_1 (4.1%)	
drv_slew	0	
mostFrequentLayoutCell	buf_4	
flop_area	144	sq um
maxCapViolCount	0	
ys_types	24	
final_area	668	sq um
critPathKind	flip-flop to flip-flop	
syn_area	424	sq um
grt_pass1_vias	407	
cp_data_required_time	1.66	ns
cellLeakagePower	0.272	nW
min_path_type	flip-flop to flip-flop	
clk_pin_slew_worst_paths	0.05	ns
nFillCells	373	
yosys.area.top_type	dfxtp_1	
logic_area	280	sq um
hold_viol	0	
ys_chip_area	424	sq um
==> logic make-up after synthesis <==
family,count (synthesis),share of synthesized area (%)
fa+ha+maj,3,8.85
compound gates,9,20.4
buf+inv,7,6.19
mux,1,2.36
simple gates,19,29.2
flops,7,33.0
==> timing repair <==
action / in CTS / in global routing
endpoints found under the hold margin: 0 / 0
pin swaps: 4 / 0
setup endpoints to repair: 9 / 3
resized: 12 / 1
setup buffers: 1 / 0
cloned: 0 / 0
==> per-stage QoR <==
stage	total power [mW]	util, %	hold WS (ns)
finish	0.442	19.6	0.583
CTS	0.450	19.5	0.577
global placement	0.272	18.2	0.574
detailed placement	0.274	18.2	0.565
floorplan	0.243	-	0.508
global route	0.475	19.6	0.611
==> state kept, by name, indices dropped and copies added, names as in the netlist <==
register	cells
tick_count	3
state	4
==> final timing paths <==
path                                      end  cells after the start     start  slack, ns
worst min register to register       state[0]                      1  state[0]       0.58
worst min-delay path                 state[0]                      1  state[0]       0.58
worst max register to register  tick_count[1]                      3  state[2]       0.02
worst max-delay path            tick_count[1]                      3  state[2]       0.02
==> cell type report <==
cell class	instances	share of cell area, %
flip-flops and latches	7	21.5
well taps	46	8.61
repair buffers	16	20.6
clock buffers	4	3.93
multi-input cells	32	41.9
inverters	6	3.37
==> metal layers <==
layer	track usage, %	routed length (um)	up-vias
met1	4.31	447	184
met3	2.39	154	0
li1	-	-	210
met4	0.352	0	0
met5	0	0	-
met2	4.49	372	13
==> report_power, final <==
group	switching (mW)	leakage (nW)	internal (mW)
logic	0.0346	0.199	0.0437
clock network	0.0667	0.0150	0.101
registers	0.00355	0.0584	0.192
total	0.105	0.272	0.337
==> critical path, stage by stage, from the launching register on <==
cell and delay (ns):
dfxtp_2 0.35, or4_4 0.55, and2_4 0.17, o41ai_2 0.32
==> cells in the mapped netlist <==
master	n
and3_1	1
or4_4	1
nand4b_1	2
o32ai_2	1
dfxtp_1	7
or3b_2	1
nor3_1	2
a221o_2	1
nand3b_1	1
nand3_1	1
and2_4	1
mux2i_1	1
o31ai_1	1
a22oi_1	4
nand2b_1	1
o41ai_2	1
buf_1	1
inv_1	6
nor2_1	4
or2_2	2
or3_1	1
and3b_1	1
ha_1	3
o21ai_0	1
Power figures rest on the tool's default switching activity, not on a simulated workload.
