[./config.mk]
export PLATFORM = sky130hd
export DESIGN_NAME = controller
export DESIGN_NICKNAME = controller
export VERILOG_FILES = /design/flow/design.v
export SDC_FILE = /design/flow/constraint.sdc
export NUM_CORES = 4
export LEC_CHECK = 1
export CORE_AREA = 10 10 70 70
export DIE_AREA = 0 0 80 80
[./constraint.sdc]
current_design controller

set clk_period 3.7
set clk_io_pct 0.2

create_clock -name clk0 -period $clk_period

set non_clock_inputs [all_inputs -no_clocks]
set_input_delay [expr $clk_period * $clk_io_pct] -clock clk0 $non_clock_inputs
set_output_delay [expr $clk_period * $clk_io_pct] -clock clk0 [all_outputs]
[./design.v]
module controller(
  input logic [6:0] op,
  input logic [2:0] funct3,
  input logic funct7b5,
  input logic Zero,          
  output logic [1:0] ResultSrc,     
  output logic MemWrite,
  output logic PCSrc,         
  output logic ALUSrc,        
  output logic RegWrite,
  output logic Jump,
  output logic [1:0] ImmSrc,      
  output logic [2:0] ALUControl   
);
  localparam [6:0]
    OP_LUI    = 7'b0110111,
    OP_AUIPC  = 7'b0010111,
    OP_JAL    = 7'b1101111,
    OP_JALR   = 7'b1100111,
    OP_BRANCH = 7'b1100011,
    OP_LOAD   = 7'b0000011,
    OP_STORE  = 7'b0100011,
    OP_OP_IMM = 7'b0010011,
    OP_OP     = 7'b0110011;
  localparam [1:0]
    IMM_I = 2'b00,
    IMM_S = 2'b01,
    IMM_B = 2'b10,
    IMM_U = 2'b11;
  localparam [2:0]
    ALU_ADD  = 3'b000,
    ALU_SUB  = 3'b001,
    ALU_AND  = 3'b010,
    ALU_OR   = 3'b011,
    ALU_XOR  = 3'b100,
    ALU_SLT  = 3'b101,
    ALU_SLTU = 3'b110,
    ALU_NOP  = 3'b111;
  always_comb begin
    ResultSrc = 2'b00;
    MemWrite = 0;
    PCSrc = 0;
    ALUSrc = 0;
    RegWrite = 0;
    Jump = 0;
    ImmSrc = IMM_I;
    ALUControl = ALU_ADD;
    case (op)
      OP_LUI: begin
        RegWrite = 1;
        ResultSrc = 2'b00;  
        ALUControl = ALU_NOP;  
        ImmSrc = IMM_U;
        ALUSrc = 1;  
      end
      OP_AUIPC: begin
        RegWrite = 1;
        ResultSrc = 2'b00;  
        ALUControl = ALU_ADD;
        ImmSrc = IMM_U;
        ALUSrc = 1;
      end
      OP_JAL: begin
        RegWrite = 1;
        ResultSrc = 2'b10;  
        PCSrc = 1;
        Jump = 1;
        ImmSrc = IMM_B;
      end
      OP_JALR: begin
        RegWrite = 1;
        ResultSrc = 2'b10;  
        PCSrc = 1;
        Jump = 1;
        ImmSrc = IMM_I;
        ALUSrc = 1;
      end
      OP_BRANCH: begin
        PCSrc = 0;  
        Jump = 0;
        ImmSrc = IMM_B;
        case (funct3)
          3'b000: PCSrc = Zero;        
          3'b001: PCSrc = ~Zero;       
          3'b100: PCSrc = (ALUControl == ALU_SLT) ? 1 : 0;    
          3'b101: PCSrc = (ALUControl != ALU_SLT) ? 1 : 0;    
          3'b110: PCSrc = (ALUControl == ALU_SLTU) ? 1 : 0;   
          3'b111: PCSrc = (ALUControl != ALU_SLTU) ? 1 : 0;   
          default: PCSrc = 0;
        endcase
      end
      OP_LOAD: begin
        RegWrite = 1;
        ResultSrc = 2'b01;   
        MemWrite = 0;
        ALUSrc = 1;
        ImmSrc = IMM_I;
        ALUControl = ALU_ADD;  
      end
      OP_STORE: begin
        MemWrite = 1;
        RegWrite = 0;
        ALUSrc = 1;
        ImmSrc = IMM_S;
        ALUControl = ALU_ADD;
        ResultSrc = 2'b00;  
      end
      OP_OP_IMM: begin
        RegWrite = 1;
        ALUSrc = 1;
        ImmSrc = IMM_I;
        case (funct3)
          3'b000: ALUControl = ALU_ADD;  
          3'b111: ALUControl = ALU_AND;  
          3'b110: ALUControl = ALU_OR;   
          3'b100: ALUControl = ALU_XOR;  
          3'b010: ALUControl = ALU_SLT;  
          3'b011: ALUControl = ALU_SLTU;  
          default: ALUControl = ALU_NOP;
        endcase
      end
      OP_OP: begin
        RegWrite = 1;
        ALUSrc = 0;
        ImmSrc = IMM_I;
        case ({funct7b5, funct3})
          4'b0000: ALUControl = ALU_ADD;  
          4'b1000: ALUControl = ALU_SUB;  
          4'b1110: ALUControl = ALU_AND;  
          4'b1100: ALUControl = ALU_OR;   
          4'b1001: ALUControl = ALU_XOR;  
          4'b0100: ALUControl = ALU_SLT;  
          4'b0110: ALUControl = ALU_SLTU;  
          default: ALUControl = ALU_NOP;
        endcase
      end
      default: begin
        ResultSrc = 2'b00;
        MemWrite = 0;
        PCSrc = 0;
        ALUSrc = 0;
        RegWrite = 0;
        Jump = 0;
        ImmSrc = IMM_I;
        ALUControl = ALU_NOP;
      end
    endcase
  end
endmodule
[./run.sh]
#!/bin/bash
# OpenROAD 26Q1-2900-gdf79404cd8, Yosys 0.63+post, stock flow scripts
make -C /OpenROAD-flow-scripts/flow DESIGN_CONFIG=/design/flow/config.mk WORK_HOME=/design/flow/orfs finish
==> run summary <==
Status on the layout run. In the layout the commonest cells are sky130_fd_sc_hd__clkdlybuf4s50_1, sky130_fd_sc_hd__a21oi_1, sky130_fd_sc_hd__o21ai_0, sky130_fd_sc_hd__ha_1. Iteration tally of the first detailed-router pass landed at 4. Maximum ir drop on the vdd rail landed at 0.0000108 V. Share of the clock period used by the worst path landed at 94.0%. Total wire length landed at 1570 um. Per the slew report, the remaining headroom to the max-slew limit stands at 70.8%.

Overall die area landed at 0.00640 mm2. Number of cells in the yosys synthesis report landed at 66. The tightest min-delay check is of the in2out type. Summing all placed instances gives a cell area of 727 um2. Global routing used 4.53% of the available tracks.

For the worst setup path, the data arrival time is 2.74 ns. Across all setup checks in the final design, the least slack found is 0.222 ns. Minimum clock period after layout landed at 3.48 ns.

The worst setup path is captured at an output pin. Average instance area after synthesis landed at 6.81 um2. Leaving out fill and tap cells, the most frequent cell in the layout is sky130_fd_sc_hd__clkdlybuf4s50_1.

The report lists the power per cell area as 74.6 mW/mm2. OpenROAD warning count landed at 36. The initial antenna violation count came to 0.

Number of cells produced by synthesis landed at 66. Per the layout report, the design carries 0 clock buffers. In this run the worst setup path begins at funct3[1].

After floorplanning, the core was divided into 21 placement rows. Summed over all layers, the global routing overflow is 0. Adding up every negative setup slack in the final design gives 0 ns. Tally of yosys warning messages landed at 1.

Flip-flop and latch area landed at 0 um2. The cell area that synthesis handed to floorplanning was 449 um2. Per the finish-stage timing summary, setup violations number 0. In the routed layout, each cell is associated on average with a via count of 4.08. For this block, the via count after detailed routing is 543. Measured along the y axis, the die boundary spans 80 um.

The routed design shows a wire length per standard cell of 11.8 um. Core area landed at 0.00342 mm2. In this build the clock could be raised as far as 288 MHz.

Sequential cells were found to cover 0% of the synthesized design area. Area of the synthesized netlist per yosys stat landed at 449 um2. The final layout contains a sequential cell count of 0.

Looking at the setup timing report, the critical path kind is in2out. In the Yosys stats the netlist draws on 32 distinct library cells. Hold buffer count at CTS landed at 0. Slew at the pin closest to its max-slew limit landed at 0.434 ns. Minimum setup slack after placement landed at 0.209 ns.

Per the detail_route report, inserted antenna diodes total 0. The final power report lists total power as 0.0543 mW. The detailed router finished its first iteration with 67 violations. Post-detailed-route DRC marker count landed at 0.

Number of max-capacitance violations reported landed at 0. As logged by OpenROAD, the buffers inserted on ports number 24. The final max-slew violation count recorded for this run is 0. Starting utilization of the core area landed at 13.2%.

Largest net degree at the start of global routing landed at 14. The script extracted a total leakage power of 0.260 nW. Required time of the critical path landed at 2.96 ns.

The count of nets left with antenna violations once routing finished came out at 0. The report shows a maximum critical-path fanout of 5. Wire length of the first global-routing pass landed at 2500 um. Per the final layout report, the fraction of cells sized above drive strength 1 comes to 8.05%. Total non-filler cell area in the finished layout landed at 728 um2. The critical path ends at PCSrc. STA classifies the critical path startpoint as a primary input. Summed over all nets, the half-perimeter wirelength after detailed placement is 1270 um.

Signed area change from the synthesized netlist to the final layout landed at 62.1%. Number of global-route vias before repair landed at 508. Chip width landed at 80 um. According to the I/O placement log, the pin count is 24. The flow ran to the end, and the final reports show no timing, DRC or antenna violations. Hold-check failures listed in the final report amount to 0. Setup repair after global routing left no endpoint under its margin. Global placer's final weighted congestion landed at 0.755.
[timing repair]
item,4_1_cts,5_1_grt
endpoints found under the setup margin,0,1
buffers inserted,0,0
resized,0,1
[Yosys cell counts]
library cell / number / area, um2
sky130_fd_sc_hd__a21oi_1: 7 / 35.0
sky130_fd_sc_hd__ha_1: 5 / 62.6
sky130_fd_sc_hd__o21ai_0: 5 / 25.0
sky130_fd_sc_hd__inv_1: 4 / 15.0
sky130_fd_sc_hd__nor2_1: 4 / 15.0
sky130_fd_sc_hd__nand2b_1: 3 / 18.8
sky130_fd_sc_hd__nor3_1: 3 / 15.0
sky130_fd_sc_hd__o21ai_1: 3 / 15.0
sky130_fd_sc_hd__a211o_2: 2 / 20.0
sky130_fd_sc_hd__a211oi_1: 2 / 15.0
sky130_fd_sc_hd__a21boi_0: 2 / 15.0
sky130_fd_sc_hd__and3_1: 2 / 12.5
sky130_fd_sc_hd__and4_1: 2 / 17.5
sky130_fd_sc_hd__nor2b_1: 2 / 12.5
sky130_fd_sc_hd__nor4_1: 2 / 12.5
sky130_fd_sc_hd__or3_1: 2 / 12.5
sky130_fd_sc_hd__a2111oi_0: 1 / 8.76
sky130_fd_sc_hd__a211o_1: 1 / 8.76
sky130_fd_sc_hd__a31oi_2: 1 / 12.5
sky130_fd_sc_hd__and2b_2: 1 / 8.76
sky130_fd_sc_hd__and3b_2: 1 / 10.0
sky130_fd_sc_hd__buf_2: 1 / 5.00
sky130_fd_sc_hd__buf_4: 1 / 7.51
sky130_fd_sc_hd__buf_6: 1 / 11.3
sky130_fd_sc_hd__clkbuf_1: 1 / 3.75
sky130_fd_sc_hd__mux2i_1: 1 / 10.0
sky130_fd_sc_hd__nand2_1: 1 / 3.75
sky130_fd_sc_hd__nand2_2: 1 / 6.26
sky130_fd_sc_hd__nor3b_1: 1 / 7.51
sky130_fd_sc_hd__o2111a_1: 1 / 11.3
sky130_fd_sc_hd__o211ai_1: 1 / 7.51
sky130_fd_sc_hd__o31ai_1: 1 / 7.51
[cell families after synthesis]
kind of cell             synth area share, %
buffers and inverters                   9.47
multiplexers                            2.23
AND-OR/OR-AND                           40.4
adder cells (fa/ha/maj)                 13.9
AND/OR/NAND/NOR                         34.0
[worst max-delay path, stage by stage]
cell	delay, ns
sky130_fd_sc_hd__clkdlybuf4s50_1	0.46
sky130_fd_sc_hd__inv_1	0.12
sky130_fd_sc_hd__ha_1	0.24
sky130_fd_sc_hd__mux2i_1	0.08
sky130_fd_sc_hd__or3_1	0.31
sky130_fd_sc_hd__a21oi_1	0.13
sky130_fd_sc_hd__o2111a_1	0.19
sky130_fd_sc_hd__clkdlybuf4s50_1	0.47
[worst min path at each step]
stage         startpoint     to  slack, ns  depth (start not counted)
CTS                op[0]  PCSrc       2.50                          3
finish             op[0]  PCSrc       2.50                          3
global route       op[0]  PCSrc       2.55                          3
[routing by layer]
layer | global-route usage (%) | up-vias | share of wire [%]
met3 | 2.27 | 0 | 14
li1 | - | 291 | -
met1 | 6.33 | 235 | 48
met5 | 0 | - | 0
met4 | 0 | 0 | 0
met2 | 6.42 | 17 | 38
[stage by stage]
stage	instances	utilization, %	hold WS (ns)
floorplan	66	-	1.50
global placement	133	21.3	2.48
detailed placement	133	21.3	2.49
CTS	133	21.3	2.50
global route	133	21.3	2.55
finish	133	21.3	2.50
[final cells by class]
| cell class | instances | area [um2] |
|---|---|---|
| timing repair buffer | 25 | 248 |
| tap | 46 | 57.6 |
| multi-input combinational | 58 | 408 |
| fill | 378 | 2690 |
| inverter | 4 | 15.0 |
[report_power, final]
group / switching [mW] / internal, mW
Combinational: 0.0256 / 0.0287
Clock: 0 / 0
Sequential: 0 / 0
Total: 0.0256 / 0.0287
No activity file was given, so power comes from the tool's default toggle rates.
